### flow/design.v
module clockDivider(
    input clk,
    output one_hz_clk
);
    reg [27:0] counter;
    reg nuestroClock;
    always @(posedge clk  ) begin
            counter <= counter + 1;
            if(counter == 100000000/2)  
            begin
                counter <= 0;
                nuestroClock <= ~nuestroClock;		
            end
    end
    assign one_hz_clk = nuestroClock;
endmodule
module VGA800x600(
    input reset,
    input clk,
    input  nextIMG  ,
    input previousIMG,
    output[2:0] red,
    output[2:0] green,
    output[1:0] blue,
    output hsync,
    output vsync
);
    reg [2:0]position;  
    reg [10:0] hcount  ;
    reg [10:0] vcount  ;
    reg hsync_buf;
    reg vsync_buf;
    reg[(8-1):0] rgb;
    reg [15:0] address;
    reg[15:0] addressP;
    wire [3:0] img_pixel;
    wire _reset;
    wire statesClock;  
    wire vga_clk;  
    assign _reset=reset;
    assign hsync = hsync_buf;
    assign vsync = vsync_buf;
    ImageRom rom(.address(addressP),.data(img_pixel));
    clockDivider stateDividerClock(clk, statesClock);
    assign {red,green,blue}={rgb[7:5],rgb[4:2],rgb[1:0]};
    parameter img1 = 2'd0;
    parameter img2 = 2'd1;
    parameter img3 = 2'd2;
    parameter img4 = 2'd3;
    reg [1:0] currentState  ;
    reg [1:0] nextState  ;
    always @(posedge statesClock  ) begin
        if(reset)
            currentState <= img1;
        else
            currentState <= nextState;
    end
    always @(posedge vga_clk    ) begin
        case (currentState)
            img1: begin
                if(nextIMG)
                    nextState = img2;
                else if (previousIMG) 
                    nextState = img4;
                else
                    nextState = img1;
            end
            img2: begin
                if(nextIMG)
                    nextState = img3;
                else if (previousIMG)
                    nextState = img1;
                else
                    nextState = img2;
            end
            img3: begin
                if(nextIMG)
                    nextState = img4;
                else if (previousIMG)
                    nextState = img2;
                else
                    nextState = img3;
            end
            img4: begin
                if(nextIMG)
                    nextState = img1;
                else if (previousIMG)
                    nextState = img3;
                else
                    nextState = img4;
            end
            default: nextState = 2'bx;
        endcase
    end
    always @(posedge vga_clk     ) begin
        case (currentState)
            img1: position = 3'd0;
            img2: position = 3'd1;
            img3: position = 3'd2;
            img4: position = 3'd3;
            default: position = 3'd0;
        endcase
    end
    DCM_SP #(.CLKFX_DIVIDE(5), .CLKFX_MULTIPLY(2), .CLKIN_PERIOD(10))
    vga_clock_dcm (.CLKIN(clk), .CLKFX(vga_clk), .CLKFB(0), .PSEN(0), .RST(0));
    always @ (posedge   vga_clk )begin  
        if (address >= 15000) begin
            address <= 16'd0;
        end
        if (_reset)
        begin
            hcount <= 11'h0;
            vcount <= 11'h0;
            vsync_buf <= 1'b0;
            hsync_buf <= 1'b0;
            address<=16'd0;
        end
        else begin
            if (hcount == 1056) begin
                hcount <= 0;
                if (vcount == 628)
                    vcount <= 0;
                else
                    vcount <= vcount + 11'd1;
            end
            else
                hcount <= hcount + 11'd1;
            if ((vcount >= 601) && (vcount < 605))
                vsync_buf <= 1; 
            else
                vsync_buf <= 0;
            if ((hcount >= 840) && (hcount < 968))
                hsync_buf <= 1; 
            else
                hsync_buf <= 0;
            if ((hcount < 800) && (vcount < 600))begin
                if(hcount>290 && hcount<=(290+150))begin
                    if(vcount>200 && vcount<=(200+100))begin
                        address<=address+16'd1;
                        if(position==3'd0)begin
                           addressP<=(address+(16'd0*16'd15000));
                        end else if(position==3'd1)begin
                            addressP<=(address+(16'd1*16'd15000));
                        end else if(position==3'd2)begin
                            addressP<=(address+(16'd2*16'd15000));
                        end else if(position==3'd3)begin
                            addressP<=(address+(16'd3*16'd15000));
                        end 
                        rgb<={ {3{img_pixel[2]}}, {3{img_pixel[1]}}, {2{img_pixel[0]}} };
                    end else begin
                        rgb<=8'hff;
                    end
                end else 
                    rgb<=8'hff;
            end else begin
                rgb <=8'hff;
            end
        end
    end
endmodule
### flow/run.sh
#!/bin/bash
# OpenROAD 26Q1-2900-gdf79404cd8, Yosys 0.63+post, stock flow scripts
make -C /OpenROAD-flow-scripts/flow DESIGN_CONFIG=/design/flow/config.mk WORK_HOME=/design/flow/orfs finish
### flow/config.mk
export PLATFORM = sky130hd
export DESIGN_NAME = clockDivider
export DESIGN_NICKNAME = clockDivider
export VERILOG_FILES = /design/flow/design.v
export SDC_FILE = /design/flow/constraint.sdc
export NUM_CORES = 4
export LEC_CHECK = 1
export CORE_AREA = 10 10 99 99
export DIE_AREA = 0 0 109 109
### flow/constraint.sdc
current_design clockDivider

set clk_period 3.4
set clk_io_pct 0.2

create_clock -name clk0 -period $clk_period [get_ports {clk}]

set non_clock_inputs [all_inputs -no_clocks]
set_input_delay [expr $clk_period * $clk_io_pct] -clock clk0 $non_clock_inputs
set_output_delay [expr $clk_period * $clk_io_pct] -clock clk0 [all_outputs]
==> insert_results.sql <==
-- load yosys + openroad results
INSERT INTO impl_metrics (metric_group, metric, value, unit) VALUES
('run_status', 'outcome', 'finished clean', ''),
('power_and_ir_drop', 'static-leakage-power', '0.000495', 'uW'),
('setup_path', 'rr_worst_depth', '4', ''),
('clocking', 'post_cts_resize_count', '0', ''),
('grt', 'groute.usage.overall', '4.42', '%'),
('die', 'die_h', '109', 'microns'),
('min_path', 'hold_path.class', 'reg -> reg', ''),
('clocking', 'number_of_buffers_inserted_during_clock_tree_synthesis', '5', ''),
('place', 'gp_routability_congestion', '0.814', ''),
('route', 'dr.first_iter.drc_count', '45', ''),
('finish', 'drive_gt1_share', '13.1', '%'),
('sta', 'final_sum_of_negative_setup_slack', '0', 'ns'),
('finish', 'final.fill_count', '839', ''),
('route', 'met2WireLength', '989', 'microns'),
('die', 'rows', '32', ''),
('route', 'wire_length_after_detailed_routing', '2460', 'microns'),
('sta', 'report.final.slew_viol_count', '0', ''),
('setup_path', 'critical_path.reg2reg.startpoint', 'counter[7]', ''),
('setup_path', 'cp-end-kind', 'flop', ''),
('sta', 'post-route-min-period', '1.86', 'ns'),
('logic_synthesis', 'flop_cell', 'dfxtp_1', ''),
('grt', 'grt_pass1_wl', '4430', 'microns'),
('die', 'die_w', '109', 'microns'),
('sta', 'final-setup-viol-count', '0', ''),
('grt', 'grt_pass1_vias', '927', ''),
('finish', 'logic_area', '702', 'sq um'),
('sta', 'achievable-frequency', '0.538', 'GHz'),
('clocking', 'cts_tree', 'built', ''),
('clocking', 'cts.root.buffer_cell', 'clkbuf_8', ''),
('logic_synthesis', 'synth.yosys.warnings', '1', ''),
('finish', 'synthToLayoutAreaGrowth', '15.5', '%'),
('min_path', 'hold-path-cell-count', '1', ''),
('power_and_ir_drop', 'power.density_cell_area', '395', 'nW/um^2'),
('place', 'detailedPlacementHpwl', '1780', 'microns'),
('grt', 'grt_max_degree', '10', ''),
('logic_synthesis', 'synth_area', '1330', 'sq um'),
('flow_run', 'total_tool_warning_count', '26', ''),
('grt', 'globalRoute.totalOverflow', '0', ''),
('route', 'highest-signal-layer', 'met4', ''),
('die', 'floorplan_core_area', '7730', 'sq um'),
('clocking', 'clock_sink_count', '29', ''),
('clocking', 'clock_insertion_delay_worst_skew', '0.28', 'ns'),
('logic_synthesis', 'yosys-stat-cells', '138', ''),
('flow_run', 'drv.max_cap_violation_count', '0', ''),
('die', 'fraction_of_the_core_area_occupied_by_cells_at_floorplan', '17.2', '%'),
('clocking', 'htreeDepth', '2', ''),
('sta', 'post-route-period-util', '54.6', '%'),
('die', 'io_pins', '2', ''),
('route', 'route.antenna.remaining_nets', '0', ''),
('clocking', 'clkTransAtPathRegs', '0.06', 'ns'),
('logic_synthesis', 'yosysChipArea', '1330', 'sq um'),
('setup_path', 'reg2reg_to', 'nuestroClock', ''),
('sta', 'final-hold-violation-count', '0', ''),
('setup_path', 'ws_path_type', 'reg -> reg', ''),
('setup_path', 'crit_path_required_time', '3.39', 'ns'),
('route', 'wl_met1', '1340', 'microns'),
('clocking', 'post_cts.repair.setup_buffers', '0', ''),
('logic_synthesis', 'synth_cell_types', '36', ''),
('logic_synthesis', 'number_of_flops_mapped_to_enable_cells_by_yosys', '1', ''),
('route', 'wl_met3', '52', 'microns'),
('grt', 'antenna_found_initial', '0', ''),
('logic_synthesis', 'synth_area_per_cell', '9.66', 'sq um'),
('route', 'detailroute.via_count', '968', ''),
('sta', 'worstMarginPinSlew', '0.377', 'ns'),
('setup_path', 'critical_path.max_fanout', '9', ''),
('sta', 'grt_setup_unrepaired', 'false', ''),
('route', 'detail_route.drc_violations', '0', ''),
('route', 'total_iterations_of_the_first_detailed_routing_run', '4', ''),
('min_path', 'hold_endpoint', 'counter[22]', ''),
('logic_synthesis', 'syn-instance-count', '138', ''),
('logic_synthesis', 'yosysSeqAreaShare', '44.3', '%');
-- power breakdown --
group | internal, uW | leakage (uW) | switching, uW
sequential | 341 | 0.000237 | 0
combinational | 0 | 0.000213 | 0
clock | 141 | 0.0000450 | 125
-- how the worst max path moves through the flow --
stage | slack [ns] | start | to
4_1_cts | 1.50 | counter[7] | nuestroClock
5_1_grt | 1.35 | counter[7] | nuestroClock
6_report | 1.54 | counter[7] | nuestroClock
-- synthesized netlist by cell type, types with 2 or more instances --
cell type,n,area [sq um]
a21oi_1,4,20.0
and2_1,2,12.5
and3_1,3,18.8
and4_1,4,35.0
buf_2,2,10.0
dfxtp_1,28,561
ha_1,2,25.0
inv_1,5,18.8
mux2i_1,2,20.0
nand2_1,5,18.8
nand3_1,12,60.1
nand4_1,9,56.3
nor2_1,11,41.3
nor4_1,5,31.3
nor4b_1,2,17.5
o21ai_0,4,20.0
o31ai_1,2,15.0
or4_4,2,22.5
xnor2_1,15,131
xor2_1,3,26.3
-- through the flow --
step	instance area (sq um)	utilization, %	power (uW)	cells	worst slack [ns]
floorplan	1330	-	349	138	1.84
global placement	1460	18.8	349	239	1.52
CTS	1540	19.9	617	247	1.50
detailed placement	1460	18.8	349	239	1.50
finish	1540	19.9	608	247	1.54
global route	1540	19.9	633	247	1.35
-- cells in the final DEF (no fill, tap or decap), drive strengths merged, types with 4 or more instances in the layout --
cell type,n
o21ai,4
nand2,6
nand4,10
dfxtp,28
xnor2,16
and4,6
nor2,11
clkbuf,6
nand3,12
inv,5
nor4,5
a21oi,5
-- cell type report --
| type | instances | share of cell area (%) |
|---|---|---|
| Clock buffer | 6 | 4.72 |
| Clock inverter | 2 | 0.650 |
| Inverter | 5 | 1.22 |
| Multi-Input combinational cell | 101 | 45.6 |
| Sequential cell | 29 | 38.4 |
| Tap cell | 102 | 8.29 |
| Timing Repair Buffer | 2 | 1.14 |
-- worst max-delay path, stage by stage (launching register included) --
cell     delay, ns
dfxtp_1       0.44
nor4b_1       0.35
nand4_1       0.19
nor2_1        0.33
buf_4         0.25
-- layer usage --
layer	vias to the layer above	track usage, %
met5	-	0
met3	7	0.836
met2	9	6.13
li1	513	-
met4	0	1.04
met1	439	6.88
-- cell families (layout without fill, tap and decap cells) --
| kind of cell | after synthesis | in the layout | share of synthesized area [%] |
|---|---|---|---|
| compound gates | 12 | 12 | 5.45 |
| xor+xnor | 19 | 19 | 13.1 |
| fa+ha+maj | 2 | 2 | 1.88 |
| buf+inv | 8 | 15 | 3.00 |
| flops | 29 | 29 | 44.3 |
| mux | 2 | 2 | 1.50 |
| simple gates | 66 | 66 | 30.8 |
-- registers in the layout, summed over array words and instances (netlist names) --
name          count
counter          28
nuestroClock      1
Power figures rest on the tool's default switching activity, not on a simulated workload.
